==> flow/design.v <==
`timescale 1ns / 1ps
module comp_corr 
#(
    parameter   DIM_IN          =   16,              
                NSAMPLES        =   33'd8589934591,  
                LOG2_NSAMPLES   =   33,              
                MUL_OUT         =   DIM_IN*2,        
                DIM_ADD         =   64               
)
(
    input clk, 
    input clr,
    input en,
    input [DIM_IN-1:0] x,
    input [DIM_IN-1:0] y,
    output [DIM_ADD-1:0] sum_x2,
    output [DIM_ADD-1:0] sum_xy,
    output [DIM_ADD-1:0] sum_y2
);
    mac #(DIM_IN, MUL_OUT, DIM_ADD)
        MAC_1 (
        .clk(clk), 
        .clr(clr), 
        .en(en), 
        .a(x), 
        .b(x), 
        .out(sum_x2)
        );
    mac #(DIM_IN, MUL_OUT, DIM_ADD)
        MAC_2 (
        .clk(clk), 
        .clr(clr), 
        .en(en), 
        .a(x), 
        .b(y), 
        .out(sum_xy)
        );
    mac #(DIM_IN, MUL_OUT, DIM_ADD)
        MAC_3 (
        .clk(clk), 
        .clr(clr), 
        .en(en), 
        .a(y), 
        .b(y), 
        .out(sum_y2)
        );
endmodule
`timescale 1ns / 1ps
module computation_core
#(
    parameter   NSAMPLES        = 33'd8589934591,    
                LOG2_NSAMPLES   = 33,                
                DIM_IN          = 16,                
                MUL_OUT         = DIM_IN*2,          
                DIM_ADD         = 64,                
                DIM_OUT         = 64                 
)    
(
    input clk,    
    input en,
    input clr,
    input  [DIM_IN-1:0] x,
    input  [DIM_IN-1:0] y,
    input  [DIM_IN-1:0] y90,
    output [DIM_OUT-1:0] sum_x_2,
    output [DIM_OUT-1:0] sum_xy,
    output [DIM_OUT-1:0] sum_y_2,
    output [DIM_OUT-1:0] sum_xy90,
    output [DIM_OUT-1:0] sum_y90_2,
    output [DIM_OUT-1:0] sum_y_y90
);
    comp_corr 
        #(DIM_IN,            
          NSAMPLES,
          LOG2_NSAMPLES,
          MUL_OUT,
          DIM_ADD)
        COMP_CORR1 (
        .clk(clk), 
        .clr(clr), 
        .en(en),
        .x(x), 
        .y(y), 
        .sum_x2(sum_x_2), 
        .sum_xy(sum_xy),
        .sum_y2(sum_y_2)
        );
    comp_corr  
        #(DIM_IN,            
          NSAMPLES,
          LOG2_NSAMPLES,
          MUL_OUT,
          DIM_ADD)
        COMP_CORR2 (
        .clk(clk), 
        .clr(clr),
        .en(en),                     
        .x(x), 
        .y(y90), 
        .sum_x2(Not_used), 
        .sum_xy(sum_xy90), 
        .sum_y2(sum_y90_2)
        );
    comp_corr 
        #(DIM_IN,            
          NSAMPLES,
          LOG2_NSAMPLES,
          MUL_OUT,
          DIM_ADD)
        COMP_CORR3 (
        .clk(clk), 
        .clr(clr), 
        .en(en),
        .x(y), 
        .y(y90), 
        .sum_x2(Not_used_2), 
        .sum_xy(sum_y_y90),
        .sum_y2(Not_used_3)
        );
endmodule
`timescale 1ns / 1ps
module mac
    #(parameter DIM_IN = 16, MUL_OUT = DIM_IN*2, DIM_ADD = 64)
(
    input clk,
    input clr,
    input en,
    input  signed [DIM_IN-1:0] a,
    input  signed [DIM_IN-1:0] b,
    output signed [DIM_ADD-1:0] out
);
    reg signed [DIM_IN-1:0] a_r;
    reg signed [DIM_IN-1:0] b_r;
    reg signed [MUL_OUT-1:0] mout_r_pipe;
    reg signed [MUL_OUT-1:0] mout_r;
    reg signed [DIM_ADD-1:0] aout_r;
    wire signed [MUL_OUT-1:0] mout;
    wire signed [DIM_ADD-1:0] aout; 
    always @(posedge clk)
    if (clr)
        begin    
            a_r         <= 0;        
            b_r         <= 0;
            mout_r      <= 0;
            mout_r_pipe <= 0;
            aout_r      <= 0;
        end
    else if (en)
                begin    
                    a_r         <= a;
                    b_r         <= b;    
                    mout_r_pipe <= ((a_r[15:0] == 16'h8000) && (b_r[15:0] == 16'h8000)) ? 32'h3FFFFFFF : mout;  
                    mout_r      <= mout_r_pipe; 
                    aout_r      <= aout;
                end
    assign mout = a_r * b_r;
    assign aout = mout_r + aout_r;
    assign out = aout_r;
endmodule
==> flow/run.sh <==
#!/bin/bash
# OpenROAD 26Q1-2900-gdf79404cd8, Yosys 0.63+post, stock flow scripts
make -C /OpenROAD-flow-scripts/flow DESIGN_CONFIG=/design/flow/config.mk WORK_HOME=/design/flow/orfs finish
==> flow/config.mk <==
export PLATFORM = sky130hd
export DESIGN_NAME = computation_core
export DESIGN_NICKNAME = computation_core
export VERILOG_FILES = /design/flow/design.v
export SDC_FILE = /design/flow/constraint.sdc
export NUM_CORES = 4
export LEC_CHECK = 1
export CORE_UTILIZATION = 40
==> flow/constraint.sdc <==
current_design computation_core

set clk_period 21.6
set clk_io_pct 0.2

create_clock -name clk0 -period $clk_period [get_ports {clk}]

set non_clock_inputs [all_inputs -no_clocks]
set_input_delay [expr $clk_period * $clk_io_pct] -clock clk0 $non_clock_inputs
set_output_delay [expr $clk_period * $clk_io_pct] -clock clk0 [all_outputs]
==> flow_summary.ini <==
; implementation run metrics
[run_status]
status = finished clean

[grt]
use_met3 = 0.08238
antenna_found_initial = 4
grt_overflow = 0
grt_max_degree = 106
gr-usage-all-layers = 0.2335
top_usage_layer = met1
grt_pass1_wl_mm = 459.4
grtUsageMet2 = 0.3284
grt_pass1_vias = 79850
grt_use_met1 = 0.3641

[place]
portBuffers = 434
gp_congestion = 0.9586
dp_hpwl_mm = 221.1
dpl.cell_count = 15340

[worst_setup_path]
critPathRequiredTime_ns = 22.32
cp-end-kind = flop
path_max_fanout = 37
max_stage_delay_ns = 0.61
crit_type = flop to flop
start_kind = flop
crit_slowest_cell = a2111oi_1
arrival_ns = 8.61
cpMostUsedCell = fa_1

[drt]
detail_route.wl_per_cell_um = 18.55
first_pass_iters = 5
routed_via_density = 5.171
drt_wl_total_mm = 288.0
drt_iter0_markers = 4625
ant_nets = 0
dr_total_vias = 80270
drc = 0

[die]
rows = 186
die_width_um = 512.1
die_area_um2 = 262200
core_area_um2 = 257600
fp-utilization = 0.4039
io_pins = 435
chipHeight_um = 512.1

[yosys]
yosysSeqAreaShare = 0.1570
syn_area_um2 = 104100
ys_sh_aoi = 0.1291
edf_count = 0
numSynthFlops = 816
synth-xor-area-share = 0.04831
synthFlopType = dfxtp_1
syn_area_per_cell_um2 = 8.700
top_logic_kind = adder cells
top_area_cell = fa_1
yosys-stat-cells = 11960
yosys.cell_types.count = 91
ys_chip_area_um2 = 104100
async_flop_share = 0
yosys-top-cells-area = fa_1 29%, dfxtp_1 16%, ha_1 11%, inv_1 7.0%, nor2_1 4.2%
ys_sh_mux = 0.04166
ys_sh_adder = 0.3959
ys_sh_simple = 0.1374
synth_top_area_share = 0.2872
ys_warn_count = 7
synthCells = 11960

[final_timing]
rsz0062_at_grt = no
timing.fmax_mhz = 126.8
relSlewSlack = 0.3483
tns_ns = 0
slew_viol_final = 0
finalSetupViolCount = 0
worst_pin_slew_ns = 0.9706
skew_ns = 0.07409
hold_violations = 0
min_period_ns = 7.885
min_period_over_period = 0.3650

[clocking]
clock_path_buffers = 3
clkLatencyLatePin_ns = 0.79
post_cts_resize_count = 0
cts.clk_slew.worst_paths_ns = 0.07
ctsHoldBuffers = 0
clock-root-buffer = clkbuf_16
cts_inserted_buffers = 101
post-cts-setup-buffers = 0
clkSinkCount = 816
htreeDepth = 3
cts_tree = done

[pwr]
leakage_uw = 0.05725
power.density_nw_per_um2 = 51.34
peakVddDrop_mv = 0.06002

[finish]
area_growth_pct = 10.65
fin_cells = 15520
drive_above_1_share = 0.03683

[hold_path]
min_path_type = flop to flop

[flow_run]
maxCapViolations = 0
warnings = 53
==> critical path, delay by kind of cell, from the launching register on <==
family	cells	cell delay, ns
xor+xnor	1	0.50
compound gates	8	2.18
buf+inv	7	1.37
simple gates	2	0.34
flops	1	0.37
fa+ha+maj	7	3.03
==> registers in the layout, summed over array words and instances (netlist names), 32 cells and up <==
register	count
COMP_CORR2.MAC_3.mout_r	32
COMP_CORR3.MAC_2.mout_r	32
COMP_CORR2.MAC_2.mout_r	32
COMP_CORR3.MAC_2.aout_r	64
COMP_CORR2.MAC_2.mout_r_pipe	32
COMP_CORR1.MAC_2.aout_r	64
COMP_CORR1.MAC_3.mout_r	32
COMP_CORR1.MAC_2.mout_r	32
COMP_CORR1.MAC_1.mout_r_pipe	32
COMP_CORR2.MAC_2.aout_r	64
COMP_CORR2.MAC_3.mout_r_pipe	32
COMP_CORR1.MAC_1.mout_r	32
COMP_CORR1.MAC_2.mout_r_pipe	32
COMP_CORR2.MAC_3.aout_r	64
COMP_CORR1.MAC_1.aout_r	64
COMP_CORR1.MAC_3.mout_r_pipe	32
COMP_CORR1.MAC_3.aout_r	64
COMP_CORR3.MAC_2.mout_r_pipe	32
==> routing by layer <==
layer,up-vias,part of all wire
li1,38890,-
met1,38930,0.47
met2,2206,0.42
met3,241,0.093
met4,2,0.017
met5,-,0.000045
==> path summary, 6_finish.rpt <==
check	start	endpoint	slack [ns]	cells after the start
max	COMP_CORR2.MAC_2.a_r[3]$_SDFFE_PP0P_	COMP_CORR2.MAC_2.mout_r_pipe[30]$_SDFFE_PP0P_	13.72	25
min	COMP_CORR1.MAC_1.mout_r_pipe[31]$_SDFFE_PP0P_	COMP_CORR1.MAC_1.mout_r_pipe[31]$_SDFFE_PP0P_	0.46	2
max reg2reg	COMP_CORR2.MAC_2.a_r[3]$_SDFFE_PP0P_	COMP_CORR2.MAC_2.mout_r_pipe[30]$_SDFFE_PP0P_	13.72	25
min reg2reg	COMP_CORR1.MAC_1.mout_r_pipe[31]$_SDFFE_PP0P_	COMP_CORR1.MAC_1.mout_r_pipe[31]$_SDFFE_PP0P_	0.46	2
==> final cells by class <==
type	instances	area [um^2]
timing repair buffer	555	5288
antenna	3	7.507
sequential	816	16390
clock buffer	123	2803
fill	24940	142500
tap	3384	4234
clock inverter	63	794.5
inverter	1943	7298
multi-input combinational	8637	78330
==> cell usage after synthesis (53+ instances only) <==
master	count
a211oi_1	165
a21o_1	311
a21oi_1	570
a31oi_1	53
and2_1	406
buf_1	60
clkbuf_1	500
dfxtp_1	816
fa_1	1493
ha_1	904
inv_1	1934
mux2i_1	432
nand2_1	983
nand2b_1	85
nand3_1	110
nand4_1	88
nor2_1	1165
nor2b_1	72
nor3_1	86
o21a_1	64
o21ai_0	378
o21bai_1	116
o22ai_1	55
xnor2_1	398
xor2_1	176
==> through the flow <==
stage	setup slack (ns)	area [um^2]	total power (uW)	hold slack, ns	util
floorplan	14.68	104100	3305	0.4248	-
global placement	13.87	111500	4065	0.4496	0.4329
detailed placement	13.90	111500	4070	0.4491	0.4329
CTS	13.83	115100	5944	0.4622	0.4469
global route	13.26	115100	6324	0.4884	0.4469
finish	13.72	115100	5911	0.4552	0.4469
==> cells by family (layout without fill, tap and decap cells) <==
logic type	count (synthesis)	in the layout
adder cells (fa/ha/maj)	2397	2397
multiplexers	433	433
AND-OR/OR-AND	2064	2064
flip-flops	816	816
XOR/XNOR	574	574
other	0	3
buffers and inverters	2508	2684
AND/OR/NAND/NOR	3169	3169
==> where the power goes <==
group | leakage [uW] | switching, uW | internal, uW
Combinational | 0.0488 | 1420 | 893
Sequential | 0.00667 | 129 | 1630
Clock | 0.00174 | 785 | 1060
Total | 0.0572 | 2330 | 3580
==> cell usage in the layout, fill, tap and decap left out, types with 116 or more instances in the layout <==
cell type | netlist | routed
inv_1 | 1934 | 1932
fa_1 | 1493 | 1493
nor2_1 | 1165 | 1163
nand2_1 | 983 | 982
ha_1 | 904 | 904
dfxtp_1 | 816 | 776
a21oi_1 | 570 | 567
mux2i_1 | 432 | 432
clkdlybuf4s50_1 | 0 | 432
and2_1 | 406 | 406
xnor2_1 | 398 | 398
o21ai_0 | 378 | 378
a21o_1 | 311 | 311
xor2_1 | 176 | 176
a211oi_1 | 165 | 165
buf_4 | 0 | 119
o21bai_1 | 116 | 116
Power is estimated from default activity; no workload was simulated.
