## flow/run.sh

```bash
#!/bin/bash
# OpenROAD 26Q1-2900-gdf79404cd8, Yosys 0.63+post, stock flow scripts
make -C /OpenROAD-flow-scripts/flow DESIGN_CONFIG=/design/flow/config.mk WORK_HOME=/design/flow/orfs finish
```

## flow/constraint.sdc

```tcl
current_design send_results

set clk_period 46.7
set clk_io_pct 0.2

create_clock -name clk0 -period $clk_period [get_ports {sys_clk}]

set non_clock_inputs [all_inputs -no_clocks]
set_input_delay [expr $clk_period * $clk_io_pct] -clock clk0 $non_clock_inputs
set_output_delay [expr $clk_period * $clk_io_pct] -clock clk0 [all_outputs]
```

## flow/design.v

```verilog
`timescale 1ns / 1ps
module send_results
(
    input sys_clk,
    input sys_rst,
    input send_start,
    input uart_busy,
    input [63:0] sum_x_2,
    input [63:0] sum_y_2,
    input [63:0] sum_xy,
    input [63:0] sum_xy90,
    input [63:0] sum_y90_2,
    input [63:0] sum_y_y90,
    output send_busy,
    output start_uart_tx_res,
    output [7:0] res_byte
);
    parameter IDLE=0, LD_RES=1, SH_BYTE=2, SEND_BYTE=3, WAIT_UART=4, COUNT_UP=5;
    reg [2:0] ns, cs;
    reg [5:0] count40_r;
    reg [2:0] count8_r;
    reg [7:0] moore_out;
    reg [7:0] res_byte_r;
    reg [383:0] res_r;
    wire bit_res;
    wire clr;
    wire ld_res;
    wire sh_res;
    wire sh_byte;
    wire count8; 
    wire count40;
    always @(posedge sys_clk)
        if (ld_res)    
            res_r <= {sum_x_2, sum_y_2, sum_xy, sum_xy90, sum_y90_2, sum_y_y90};
        else if (sh_res)
                res_r <= {1'b0, res_r[383:1]};
    always @(posedge sys_clk) 
        if (sh_byte)
            res_byte_r <= {bit_res, res_byte[7:1]};
    assign bit_res = res_r[0];
    assign res_byte = res_byte_r;
    always @(posedge sys_clk)
        if (clr) 
            count40_r <= 0;
        else if (count40)
                count40_r <= count40_r + 1;
    always @(posedge sys_clk)
        if (clr) 
            count8_r <= 0;
        else if (count8)
                count8_r <= count8_r + 1;
    assign hit40 = (count40_r == 6'd47);
    assign hit8 = (count8_r == 3'd7);
    always @(posedge sys_clk)
        if (sys_rst)
            cs <= IDLE;
        else
            cs <= ns;
    always @(cs, uart_busy, send_start, hit8, hit40)
        case (cs)
            IDLE        :   if (send_start)    
                                ns = LD_RES;
                            else
                                ns = IDLE;
            LD_RES      :   ns = SH_BYTE;
            SH_BYTE     :   if (hit8)
                                ns = SEND_BYTE;
                            else
                                ns = SH_BYTE;
            SEND_BYTE   :   ns = WAIT_UART;
            WAIT_UART   :   if (uart_busy)    
                                ns = WAIT_UART;
                            else
                                ns = COUNT_UP;
            COUNT_UP    :   if (hit40)
                                ns = IDLE;
                            else
                                ns = SH_BYTE;
            default     :   ns = IDLE;
        endcase
    assign  {clr, send_busy, ld_res, sh_res, sh_byte, count8, count40, start_uart_tx_res} = moore_out;
    always @(cs)
        case (cs)
            IDLE        :   moore_out = 8'b1_0_00_0_00_0;
            LD_RES      :   moore_out = 8'b0_1_10_0_00_0;
            SH_BYTE     :   moore_out = 8'b0_1_01_1_10_0;
            SEND_BYTE   :   moore_out = 8'b0_1_00_0_00_1;
            WAIT_UART   :   moore_out = 8'b0_1_00_0_00_0;
            COUNT_UP    :   moore_out = 8'b0_1_00_0_01_0;
            default     :   moore_out = 8'b1_0_00_0_00_0;
        endcase
endmodule
```

## flow/config.mk

```make
export PLATFORM = sky130hd
export DESIGN_NAME = send_results
export DESIGN_NICKNAME = send_results
export VERILOG_FILES = /design/flow/design.v
export SDC_FILE = /design/flow/constraint.sdc
export NUM_CORES = 4
export LEC_CHECK = 1
export CORE_UTILIZATION = 40
```

==> impl_metrics.csv <==
group,metric,value,unit
synth,flops_latches_synth,407,
detailed_routing,drt_pre_antenna_iters,4,
clock_network,tritoncts,"done",
timing,rsz0062_at_grt,"no",
clock_network,clk_pin_slew,0.06,ns
detailed_routing,route.antenna.remaining_nets,0,
synth,yosys_adder_share,0.221,%
synth,yosys-mux-area-fraction,25.5,%
synth,yosys-stat-area,0.0170,mm²
worst_setup_path,critical_path_start_type,"flip-flop",
synth,synthTopLogicFamily,"multiplexers",
clock_network,postCtsSetupRepairBufs,0,
die,core_area,0.0419,mm²
synth,largest_area_cell,"sky130_fd_sc_hd__edfxtp_1",
timing,period_minus_slack,11.99,ns
outcome,result_of_the_run,"finished, final reports clean",
die,chip_area,0.0433,mm²
layout,seqCellArea,0.0121,mm²
layout,final_layout_size_suffix_gt1_share,34.4,%
synth,simple_gate_area_share,0.795,%
synth,synth_stat.cells,882,
timing,total_of_endpoints_with_negative_setup_slack_in_the_final_report,0,
clock_network,cts_root_buffer,"sky130_fd_sc_hd__clkbuf_16",
timing,tightest_slew,0.803,ns
synth,cell_count_after_synthesis,882,
detailed_routing,routed_wl,34400,µm
detailed_routing,remaining_drc_errors,0,
worst_setup_path,cpLargestDelayFamily,"simple AND/OR/NAND/NOR gates",
synth,yosys.area_share.xor_xnor,0.258,%
timing,final.setup.tns,0,ns
detailed_routing,dr_total_vias,9048,
clock_network,cts_resized,0,
synth,syn_area,0.0170,mm²
die,rows,75,
clock_network,cts_hold_buf,0,
job,tool_warnings,37,
worst_setup_path,timing.critical_path.buf_inv,2,
timing,layout_worst_path_cycle_share,25.7,%
global_route,wire_length_of_the_first_global_routing_pass,53000,µm
clock_network,insertion_delay,0.55,ns
placed_design,place_hpwl,21900,µm
placed_design,globalplace.congestion,0.809,
synth,yosysTopAreaCellShare,69.2,%
die,dieHeight,208,µm
global_route,global_route.usage.total,17.1,%
detailed_routing,post_drt_wl_per_cell,18.5,µm
power_and_ir_drop,power_leakage,0.00760,µW
global_route,grt_remaining_overflow,0,
die,starting_density,40.5,%
global_route,initial_antenna_violation_count,16,
placed_design,buffer_ports.inserted,397,
worst_setup_path,setup.worst_path.class,"flip-flop to output pin",
synth,compound_area_share,0.235,%
clock_network,clockBufferDepth,3,
worst_setup_path,data_required_time_of_the_worst_path,37.36,ns
clock_network,htree_levels,2,
synth,synthesis.area_per_instance,19.3,µm²
worst_setup_path,worstPathCellList,"or2_4 > nor4_4 > inv_1 > clkdlybuf4s50_1",
clock_network,cts.sinks,407,
die,i_o_pin_cnt,398,
detailed_routing,routed_via_density,4.85,
timing,report.final.slew_viol_count,0,
layout,lay_top_cells,"sky130_fd_sc_hd__clkdlybuf4s50_1 (397), sky130_fd_sc_hd__edfxtp_1 (392), sky130_fd_sc_hd__mux2_2 (383)",
worst_setup_path,worst_setup_path_end_kind,"output pin",
timing,max_clock_freq,0.0834,GHz
power_and_ir_drop,vdd.ir_drop.worst,0.0000279,V
detailed_routing,drt_iter0_drc,676,
synth,yosys.stat.seqShare,71.0,%
worst_setup_path,worst_path_largest_cell_delay,0.69,ns
timing,timing.hold.ws,0.420,ns
timing,worst_slew_margin_rel,46.5,%
layout,lay_top_count,"sky130_fd_sc_hd__clkdlybuf4s50_1",
worst_hold_path,min-delay-path-class,"flip-flop to flip-flop",
synth,synth_warnings,3,
worst_setup_path,crit_path_max_fanout,48,
synth,top_cells_by_area,"sky130_fd_sc_hd__edfxtp_1 (69%), sky130_fd_sc_hd__mux2_2 (25%), sky130_fd_sc_hd__dfxtp_1 (1.8%)",
global_route,pin_count_of_the_biggest_net_entering_global_routing,128,
clock_network,cts-buffers-inserted,45,
power_and_ir_drop,p_per_area,37.8,mW/mm²
die,chipWidth,208,µm
global_route,number_of_global_route_vias_before_repair,9228,
layout,final-comb-area,0.00460,mm²
layout,syn_to_final_growth,34.1,%
job,max_cap_violations,0,
synth,ys_types,23,
layout,fillerInstances,3309,
timing,worst_case_clock_skew,0.0142,ns
timing,hold_viol,0,
worst_setup_path,crit_arrival,2.65,ns
worst_setup_path,timing.critical_path.slowest_stage_cell,"sky130_fd_sc_hd__or2_4",
-- power breakdown --
group,switching [µW],internal [µW],total [µW],leakage [µW]
Sequential,7.15,440,447,0.00382
Clock,139,188,327,0.000653
Combinational,31.0,57.9,89.0,0.00312
-- path summary, 6_finish.rpt --
path	cells after the start	to	startpoint	slack, ns
max reg2reg	3	res_r[296]	cs[2]	43.64
min reg2reg	0	res_byte_r[7]	res_r[0]	0.42
max	4	send_busy	cs[2]	34.71
min	0	res_byte_r[7]	res_r[0]	0.42
-- cells by family after synthesis --
logic type                 Yosys count
buffers and inverters               50
muxes                              386
adders and majority gates            3
DFF                                407
and+or+nand+nor                     24
xor gates and xnor gates             5
AOI/OAI and AO/OA                    7
-- flip-flops by register name, indices dropped and copies added, names as in the netlist --
signal,count
res_r,384
res_byte_r,8
count40_r,6
cs,6
count8_r,3
-- cell usage after synthesis --
cell type and instances:
sky130_fd_sc_hd__mux2_2 383, sky130_fd_sc_hd__or3_1 1, sky130_fd_sc_hd__o21ai_0 2, sky130_fd_sc_hd__buf_4 36
sky130_fd_sc_hd__xor2_1 3, sky130_fd_sc_hd__inv_1 3, sky130_fd_sc_hd__nand3_1 2, sky130_fd_sc_hd__a221o_1 1
sky130_fd_sc_hd__nor3b_1 2, sky130_fd_sc_hd__edfxtp_1 392, sky130_fd_sc_hd__nand2_1 2, sky130_fd_sc_hd__buf_2 9
sky130_fd_sc_hd__a21oi_1 4, sky130_fd_sc_hd__nor4_4 1, sky130_fd_sc_hd__dfxtp_1 15, sky130_fd_sc_hd__nand4_1 3
sky130_fd_sc_hd__clkbuf_1 2, sky130_fd_sc_hd__mux2i_1 3, sky130_fd_sc_hd__and2_1 1, sky130_fd_sc_hd__ha_1 3
sky130_fd_sc_hd__nor2_1 11, sky130_fd_sc_hd__or2_4 1, sky130_fd_sc_hd__xnor2_1 2
-- area by class of cell --
cell class	instances	share of cell area, %
clock buffer	56	5.12
timing repair buffer	405	17.9
sequential	407	53.0
tap	539	2.96
multi-input combinational	425	20.2
antenna	7	0.0768
clock inverter	24	0.735
inverter	3	0.0494
-- per-layer routing --
metal  up-vias  track usage [%]  routed length (µm)
met4        22             3.78                 738
met2       270             22.9               14900
met3        70             7.56                3560
met5         -                0                 144
met1      4393             27.9               15000
li1       4293                -                   -
-- stage by stage --
stage / util, % / area [µm²] / setup slack [ns] / std cells / total power (µW)
floorplan: - / 17000 / 33.92 / 882 / 503
global placement: 51.1 / 21400 / 35.25 / 1779 / 543
detailed placement: 51.1 / 21400 / 35.22 / 1779 / 544
CTS: 54.3 / 22800 / 34.60 / 1859 / 878
global route: 54.3 / 22800 / 34.49 / 1861 / 900
finish: 54.3 / 22800 / 34.71 / 1866 / 863
No activity file was given, so power comes from the tool's default toggle rates.
